$ cat design.v
module ALU32 (
    in1, in2, op, out
);
    input [32-1:0] in1, in2;
    input [6-1:0] op;
    output reg [32-1:0] out;
    always @(in1 or in2 or op) begin
        out = in1 + in2;
    end
endmodule
$ cat run.sh
#!/bin/bash
# OpenROAD 26Q1-2900-gdf79404cd8, Yosys 0.63+post, stock flow scripts
make -C /OpenROAD-flow-scripts/flow DESIGN_CONFIG=/design/flow/config.mk WORK_HOME=/design/flow/orfs finish
$ cat config.mk
export PLATFORM = sky130hd
export DESIGN_NAME = ALU32
export DESIGN_NICKNAME = ALU32
export VERILOG_FILES = /design/flow/design.v
export SDC_FILE = /design/flow/constraint.sdc
export NUM_CORES = 4
export LEC_CHECK = 1
export CORE_AREA = 10 10 107 107
export DIE_AREA = 0 0 117 117
$ cat constraint.sdc
current_design ALU32

set clk_period 14.5
set clk_io_pct 0.2

create_clock -name clk0 -period $clk_period

set non_clock_inputs [all_inputs -no_clocks]
set_input_delay [expr $clk_period * $clk_io_pct] -clock clk0 $non_clock_inputs
set_output_delay [expr $clk_period * $clk_io_pct] -clock clk0 [all_outputs]
==> flow_metrics.env <==
# yosys + openroad results
export IMPL_worstHoldStart="in2[0]"
export IMPL_synth_chip_area_mm2=0.00174
export IMPL_power_switching_mw=0.0537
export IMPL_hold_buffers=0
export IMPL_vias=2097
export IMPL_die_w_um=117
export IMPL_flops=0
export IMPL_grt_pass1_vias=2120
export IMPL_crit_fanout=4
export IMPL_wl_per_cell_um=14.2
export IMPL_ys_top_cells_by_area="ha_1 22%, a21oi_1 8.3%, a21o_1 8.2%, xor2_1 7.5%, xnor2_1 6.5%"
export IMPL_drc=0
export IMPL_hpwl_um=5520
export IMPL_holdPathEnd="out[0]"
export IMPL_ys_seq_share_pct=0
export IMPL_coreArea_mm2=0.00920
export IMPL_die_h_um=117
export IMPL_period_used_pct=60.9
export IMPL_synth_area_mm2=0.00174
export IMPL_critPathLaunchType="primary input"
export IMPL_ir_worst_vdd_uv=22.1
export IMPL_outcome="finished clean"
export IMPL_p_seq_share_pct=0
export IMPL_final_max_slew_viol_count=0
export IMPL_viasPerCell=4.80
export IMPL_final_antenna_net_count=0
export IMPL_grt_usage_pct=8.61
export IMPL_synthCells=241
export IMPL_antenna_found_initial=0
export IMPL_tool_warnings=38
export IMPL_synth_warnings=1
export IMPL_syn_to_final_growth_pct=60.5
export IMPL_dpl_worst_slack_ns=5.63
export IMPL_required_ns=11.60
export IMPL_combinationalPowerShare_pct=100.0
export IMPL_ys_cells=241
export IMPL_p_int_mw=0.0804
export IMPL_power_density_mw_per_mm2=47.9
export IMPL_drt_wl_total_um=6210
export IMPL_end_kind="primary output"
export IMPL_regArea_um2=0
export IMPL_ios=102
export IMPL_yosysTopAreaCellShare_pct=22.2
export IMPL_clockPowerShare_pct=0
export IMPL_fill_cells=992
export IMPL_place_congestion=0.804
export IMPL_grt_pass1_wl_um=9950
export IMPL_tns_ns=0
export IMPL_fin_ws_ns=5.67
export IMPL_hold_depth=3
export IMPL_cts_resized=0
export IMPL_fmax_mhz=113
export IMPL_layout_drive_gt1_share_pct=3.07
export IMPL_grt_max_degree=11
export IMPL_critPathKind="primary input to primary output"
export IMPL_cts_setup_buffers=0
export IMPL_yosys_cell_types_count=50
export IMPL_die_area_mm2=0.0137
export IMPL_hold_viol=0
export IMPL_layout_clock_buffers=0
export IMPL_row_count=35
export IMPL_holdWs_ns=6.82
export IMPL_p_leak_nw=1.18
export IMPL_portBuffers=96
export IMPL_cp_arrival_ns=5.93
export IMPL_tightest_slew_ns=0.529
export IMPL_drv_cap=0
export IMPL_detail_route_first_pass_iterations=4
export IMPL_syn_avg_cell_area_um2=7.24
export IMPL_layout_top_cells="96 x clkdlybuf4s50_1, 31 x ha_1, 29 x a21oi_1"
export IMPL_slew_headroom_pct=63.8
export IMPL_setup_violations_final=0
export IMPL_min_path_type="primary input to primary output"
export IMPL_drtIter0Drc=64
export IMPL_rsz0062_at_grt="false"
export IMPL_min_period_ns=8.83
export IMPL_antennaDiodeCount=0
export IMPL_yosys_area_top_type="ha_1"
export IMPL_mostFrequentLayoutCell="clkdlybuf4s50_1"
export IMPL_fp_util_pct=19.0
export IMPL_sw_frac_of_total_pct=40.1
export IMPL_grt_overflow=0
==> power groups by stage <==
stage | logic [mW] | clock network, mW | registers, mW
finish | 0.134 | 0 | 0
global route | 0.150 | 0 | 0
CTS | 0.137 | 0 | 0
==> cell usage after synthesis, drive strengths merged, types with 3 or more instances <==
library cell / instances
or2: 3
nor2: 12
ha: 31
nand2: 18
inv: 6
xnor2: 13
a31oi: 3
o21ai: 15
nand3: 10
xor2: 15
nand4: 8
a311oi: 3
nor3: 4
a21o: 19
o21bai: 5
a211oi: 3
clkbuf: 8
a21oi: 29
o211ai: 3
buf: 3
==> routing by layer <==
metal | global-route usage [%] | vias up | wire length, um
li1 | - | 1092 | -
met1 | 11.2 | 947 | 2800
met2 | 14.6 | 58 | 2840
met3 | 2.53 | 0 | 579
met4 | 0 | 0 | 0
met5 | 0 | - | 0
==> worst max path at each step <==
stage,start,end,slack [ns],cells past startpoint
after global routing,in1[0],out[26],5.46,11
final,in1[0],out[26],5.67,11
after CTS,in1[0],out[26],5.62,11
==> critical path, stage by stage <==
cell	delay (ns)
clkdlybuf4s50_1	0.40
ha_1	0.25
fa_1	0.42
a21o_1	0.22
a31o_2	0.28
nand3_1	0.10
o221ai_1	0.26
a311oi_1	0.37
o21bai_1	0.11
xor2_1	0.13
clkdlybuf4s50_1	0.49
==> area by class of cell <==
type	count	area (um^2)	area share, %
inverters	6	22.5	0.804
repair buffers	96	961	34.3
multi-input cells	224	1680	59.9
well taps	111	139	4.96
==> cell families after synthesis <==
logic type / after synthesis / share of synthesized area, %
compound gates: 97 / 39.3
simple gates: 65 / 18.3
fa+ha+maj: 32 / 23.4
xor+xnor: 28 / 14.1
buf+inv: 17 / 3.80
mux: 2 / 1.15
==> stage by stage <==
stage	power (mW)	cells	cell area, um^2	util (%)
floorplan	0.0641	241	1740	-
global placement	0.136	437	2800	30.4
detailed placement	0.136	437	2800	30.4
CTS	0.137	437	2800	30.4
global route	0.150	437	2800	30.4
finish	0.134	437	2800	30.4
Power figures rest on the tool's default switching activity, not on a simulated workload.
