$ cat ./config.mk
export PLATFORM = sky130hd
export DESIGN_NAME = regfile
export DESIGN_NICKNAME = regfile
export VERILOG_FILES = /design/flow/design.v
export SDC_FILE = /design/flow/constraint.sdc
export NUM_CORES = 4
export LEC_CHECK = 1
export CORE_UTILIZATION = 30
$ cat ./constraint.sdc
current_design regfile

set clk_period 14.6
set clk_io_pct 0.2

create_clock -name clk0 -period $clk_period [get_ports {clk}]

set non_clock_inputs [all_inputs -no_clocks]
set_input_delay [expr $clk_period * $clk_io_pct] -clock clk0 $non_clock_inputs
set_output_delay [expr $clk_period * $clk_io_pct] -clock clk0 [all_outputs]
$ cat ./design.v
`timescale 1ns / 1ps
module regfile(rs1,rs2,rd,we,clk,indata,rv1,rv2);
    input [5-1:0] rs1;
    input [5-1:0] rs2;
    input [5-1:0] rd;
    input we;
    input clk;
    input [32-1:0] indata;
    output [32-1:0] rv1;
    output [32-1:0] rv2;
	 reg [32-1:0] regfile [0:32-1];
	 reg [32-1:0] rv1;
	 reg [32-1:0] rv2;
	always@(posedge(clk))
		begin
			if(we==1) begin
				regfile[rd] = indata;
			end
			rv1 <= regfile[rs1];
			rv2 <= regfile[rs2];
		end
endmodule
$ cat ./run.sh
#!/bin/bash
# OpenROAD 26Q1-2900-gdf79404cd8, Yosys 0.63+post, stock flow scripts
make -C /OpenROAD-flow-scripts/flow DESIGN_CONFIG=/design/flow/config.mk WORK_HOME=/design/flow/orfs finish
==> job_summary.md <==
## Synthesis and layout report

| Metric | Value |
|---|---|
| Clock transition at the registers of the reported paths | `0.06 ns` |
| Number of antenna violations at the first check in global routing | `125` |
| Number of violations of the max-capacitance limit | `1` |
| Latest clock arrival within the worst-skew pair | `around 0.84 ns` |
| Clock skew after layout | `0.0382 ns` |
| Top cells excl fill/tap | `sky130_fd_sc_hd__dfxtp_1 (1088), sky130_fd_sc_hd__nand2_1 (900), sky130_fd_sc_hd__mux2_2 (605), sky130_fd_sc_hd__buf_4 (601), sky130_fd_sc_hd__a22oi_1 (481)` |
| Antenna violation net count after detailed routing | `0` |
| Total leakage power | `26.2 nW` |
| Number of cell instances after yosys synthesis | `6244` |
| Kind of end point of the critical path | `register` |
| Critical path capture point | `rv2[29]` |
| Share of final-layout standard cells stronger than drive strength 1 | `~25%` |
| Layout area overhead | `22.7%` |
| DRC errors left | `0` |
| Slew at the pin closest to its max-slew limit | `1.49 ns` |
| Die H | `428 µm` |
| Number of detailed-routing iterations run before antenna repair | `15` |
| Reg2Reg Depth | `5` |
| DP Wirelength | `between 300 and 400 mm` |
| Overall die area | `183000 µm²` |
| Wire length per cell | `between 60 and 70 µm` |
| Yosys stat area | `54500 µm²` |
| Registers, synthesis | `between 1000 and 1500` |
| Final critical path time including I/O delays and setup | `7.97 ns` |
| Max rail drop VDD | `0.0879 mV` |
| Number of failing setup endpoints in the final timing report | `0` |
| Post-cts sizing count | `0` |
| Largest driver fanout on the critical path | `53` |
| Worst hold path stage count | `2` |
| Area occupied by multi-input gates | `roughly 31000 µm²` |
| Number of distinct standard cells referenced by the synthesized netlist | `94` |
| Number of top-level pins | `about 110` |
| Final-layout worst hold slack | `0.462 ns` |
| Fin Setup TNS | `0 ns` |
| Post-Syn Instances | `approximately 6200` |
| Crit share post-route | `54.6%` |
| Post-Synthesis Mean Instance Area | `about 8.7 µm²` |
| Count of pins over their slew limit | `0` |
| Setup crit start | `rd[3]` |
| RSZ-0062 raised after global routing | `no` |
| HP Class | `register to register` |
| Classification of the worst setup path | `input pin to register` |
| Maximum number of pins on one net before global-route repair | `54` |
| Worst reg2reg setup slack | `11.91 ns` |
| Crit Reg-Reg Startpoint | `regfile[21][9]` |
| Via density per instance | `about 7.6` |
| Sequential cell area | `21800 µm²` |
| FFs w/ async S/R, synth | `0%` |
| Combined area of all synthesized cells | `54500 µm²` |
| Seq share, synth | `40.0%` |
| Overall track demand over capacity in global routing | `61.6%` |
| Row count | `156` |
| Number of buffers inserted by port buffering | `112` |
| Detailed router's first-iteration violation count | `11213` |
| Tool warnings | `26` |
| TritonCTS clock tree | `yes` |
| DRT Wirelength | `564 mm` |
| Endpoint arrival time on the critical path | `8.58 ns` |
| Final Hold Vio Count | `0` |
| Clock buffer count from CTS | `130` |
| Count of clock tree sinks | `~1100` |
| Core utilization before placement | `30.2%` |
| Maximum buffer depth of the clock tree | `3` |
| Most frequent standard cell in the layout excluding fill and tap cells | `sky130_fd_sc_hd__dfxtp_1` |
| Required time worst endpoint | `15.21 ns` |
| Standard cell core area | `~180000 µm²` |
| Overall overflow remaining after global route | `0` |
| Filler Cells Inserted | `17990` |
| Utilization after layout | `37.0%` |
| Final Wtd Congestion | `roughly 1.2` |
| Number of global-route vias before repair | `just over 60000` |
| Power density normalized to cell area | `137 nW/µm²` |
| Run status | `finished, violations left` |
| Worst slew margin relative to its limit | `less than 1%` |
| Clock H-tree levels | `4` |
| Violations in the final reports | `capacitance limit` |
| Sort of element at the start of the critical path | `input pin` |
| Number of synthesized flops with an enable pin | `0` |
| Number of warnings reported in the yosys synthesis log | `2` |
| Power consumption | `approximately 9 mW` |
| Main flop type after synthesis | `sky130_fd_sc_hd__dfxtp_1` |
| Hold-fix buffers, CTS | `0` |
| Vias | `69645` |
| End of the worst register-to-register path | `rv1[9]` |
| Timing-limited maximum frequency | `125 MHz` |
| Horiz. Die Dim | `428 µm` |
| Clk Tree Root Cell | `sky130_fd_sc_hd__clkbuf_16` |
| First-pass GRT wire length | `approximately 700 mm` |
| Count of buffers added by post-CTS timing repair for setup | `0` |
-- worst max-delay path, stage by stage --
cell and delay, ns:
sky130_fd_sc_hd__buf_2 0.08, sky130_fd_sc_hd__buf_4 0.31, sky130_fd_sc_hd__buf_4 0.51, sky130_fd_sc_hd__buf_4 0.41, sky130_fd_sc_hd__nor2b_4 0.21, sky130_fd_sc_hd__buf_12 0.25, sky130_fd_sc_hd__nand2_2 0.22, sky130_fd_sc_hd__buf_4 0.49
sky130_fd_sc_hd__buf_4 0.46, sky130_fd_sc_hd__o22ai_1 0.26, sky130_fd_sc_hd__or3b_2 0.67, sky130_fd_sc_hd__o41ai_1 1.10, sky130_fd_sc_hd__a32oi_1 0.21
-- worst min path at each step --
stage,startpoint,endpoint
4_1_cts,regfile[15][23],regfile[15][23]
5_1_grt,regfile[10][19],regfile[10][19]
6_report,regfile[10][15],regfile[10][15]
-- flip-flops by register name, summed over array words and instances, names as in the netlist --
| name | count |
|---|---|
| regfile | 1024 |
| rv2 | 32 |
| rv1 | 32 |
-- cells by family after synthesis --
group / share of synthesized area [%]
AOI/OAI and AO/OA: 25.1
xor gates and xnor gates: 0.0643
buffers and inverters: 5.36
DFF: 40.0
muxes: 13.9
and+or+nand+nor: 15.5
-- cell type report --
class                      count  share of cell area (%)
timing repair buffer         718                    8.55
tap                         2370                    4.43
clock inverter                61                    1.24
sequential                  1088                    32.6
multi-input combinational   4441                    46.4
clock buffer                 175                    5.61
inverter                     102                   0.573
antenna                      177                   0.662
-- power breakdown --
| group | internal (mW) | switching, mW |
|---|---|---|
| Sequential | 3.58 | 0.526 |
| Clock | 2.08 | 1.49 |
| Combinational | 0.563 | 0.907 |
-- synth_stat cells (15+ instances only) --
cell type / n / area share, %
sky130_fd_sc_hd__dfxtp_1: 1088 / 40
sky130_fd_sc_hd__nand2_1: 929 / 6.4
sky130_fd_sc_hd__mux2_2: 605 / 13
sky130_fd_sc_hd__a22oi_1: 481 / 6.6
sky130_fd_sc_hd__clkbuf_1: 399 / 2.7
sky130_fd_sc_hd__o21ai_0: 300 / 2.8
sky130_fd_sc_hd__a21oi_1: 276 / 2.5
sky130_fd_sc_hd__nor2_1: 269 / 1.9
sky130_fd_sc_hd__nand3_1: 194 / 1.8
sky130_fd_sc_hd__buf_2: 130 / 1.2
sky130_fd_sc_hd__nand4_1: 120 / 1.4
sky130_fd_sc_hd__a221oi_1: 115 / 1.8
sky130_fd_sc_hd__inv_1: 100 / 0.69
sky130_fd_sc_hd__nor3_1: 92 / 0.85
sky130_fd_sc_hd__mux2i_1: 77 / 1.4
sky130_fd_sc_hd__nor4_1: 76 / 0.87
sky130_fd_sc_hd__a211oi_1: 73 / 1.0
sky130_fd_sc_hd__o22ai_1: 72 / 0.83
sky130_fd_sc_hd__o2bb2ai_1: 71 / 1.1
sky130_fd_sc_hd__buf_1: 68 / 0.47
sky130_fd_sc_hd__a22o_1: 61 / 0.98
sky130_fd_sc_hd__a31oi_1: 60 / 0.69
sky130_fd_sc_hd__a32oi_1: 47 / 0.76
sky130_fd_sc_hd__a2111oi_0: 40 / 0.64
sky130_fd_sc_hd__o2111ai_1: 36 / 0.58
sky130_fd_sc_hd__o211ai_1: 30 / 0.41
sky130_fd_sc_hd__a222oi_1: 25 / 0.46
sky130_fd_sc_hd__a221o_1: 24 / 0.44
sky130_fd_sc_hd__a32o_1: 23 / 0.42
sky130_fd_sc_hd__and4_1: 20 / 0.32
sky130_fd_sc_hd__o31ai_1: 20 / 0.28
sky130_fd_sc_hd__and3_1: 15 / 0.17
-- stage by stage --
stage               cell area [µm²]  worst slack [ns]  std cells
global placement              61800              6.57       8719
finish                        66900              6.63       9132
CTS                           66400              7.40       8955
floorplan                     54500              9.31       6244
detailed placement            61800              6.62       8719
global route                  66500              7.21       8994
-- routing by layer --
layer,track usage [%],share of wire (%),vias to the layer above
li1,-,-,24313
met1,70.8,35,34194
met2,75.7,37,8006
met3,41.7,17,3030
met4,52.3,11,102
met5,10.7,0.51,-
No activity file was given, so power comes from the tool's default toggle rates.
